### design/flow/run.sh
#!/bin/bash
# OpenROAD 26Q1-2900-gdf79404cd8, Yosys 0.63+post, stock flow scripts
make -C /OpenROAD-flow-scripts/flow DESIGN_CONFIG=/design/flow/config.mk WORK_HOME=/design/flow/orfs finish
### design/flow/config.mk
export PLATFORM = sky130hd
export DESIGN_NAME = vga_drawgraph
export DESIGN_NICKNAME = vga_drawgraph
export VERILOG_FILES = /design/flow/design.v
export SDC_FILE = /design/flow/constraint.sdc
export NUM_CORES = 4
export LEC_CHECK = 1
export CORE_AREA = 10 10 107 107
export DIE_AREA = 0 0 117 117
### design/flow/constraint.sdc
current_design vga_drawgraph

set clk_period 1.0
set clk_io_pct 0.2

create_clock -name clk0 -period $clk_period [get_ports {CLK100MHZ}]

set non_clock_inputs [all_inputs -no_clocks]
set_input_delay [expr $clk_period * $clk_io_pct] -clock clk0 $non_clock_inputs
set_output_delay [expr $clk_period * $clk_io_pct] -clock clk0 [all_outputs]
### design/flow/design.v
`timescale 1 ns / 100 ps
module rom_lookup #(parameter WIDTH=8) (
    input [9:0] rom_addr,  
    output reg [WIDTH-1:0] rom_data
);
    always @(*)
        case(rom_addr)
            'd40: rom_data = 8'd49;
            'd80: rom_data = 8'd49;
            'd84: rom_data = 8'd0;
            'd90: rom_data = 8'd77;
            'd180: rom_data = 8'd46;
            'd190: rom_data = 8'd0;
            'd200: rom_data = 8'd100;
            'd210: rom_data = 8'd89;
            'd224: rom_data = 8'd80;
            'd233: rom_data = 8'd90;
            'd300: rom_data = 8'd55;
            'd320: rom_data = 8'd66;
            'd400: rom_data = 8'd40;
            'd440: rom_data = 8'd20;
            'd500: rom_data = 8'd26;
            'd540: rom_data = 8'd59;
            'd570: rom_data = 8'd100;
            'd590: rom_data = 8'd10;
            'd610: rom_data = 8'd10;
            'd620: rom_data = 8'd41;
            default: rom_data = 8'h0;
        endcase
endmodule
`timescale 1 ns / 100 ps
module vga_drawgraph (
    input CLK100MHZ, CPU_RESETN,
    output VGA_HS, VGA_VS,
    output [3:0] VGA_R, VGA_G, VGA_B
    );
    wire video_on, p_tick;
    wire [9:0] x, y;
	reg [11:0] rgb;
    vga_sync vga_drawgraph (.clk(CLK100MHZ),
                         ._rst(CPU_RESETN),
                         ._hsync(VGA_HS),
                         ._vsync(VGA_VS),
                         .video_on(video_on),
                         .p_tick(p_tick),
                         .pixel_x(x),
                         .pixel_y(y));
	assign VGA_R = rgb[11:8];
	assign VGA_G = rgb[7:4];
	assign VGA_B = rgb[3:0];
    wire [7:0] data;  
    rom_lookup rom(.rom_addr(x),.rom_data(data));
    always@(posedge p_tick)
		if (video_on ) begin
            if ( (y >= 10'd239-data) && (y < 10'd239) )
                rgb <= 12'hf00;
            else 
                if ( y == 10'd239 )  
                    rgb <= 12'h0f0;
                else
                    rgb <= 12'h0;  
		end else 
			rgb <= 12'h0;
endmodule
`timescale 1 ns / 100 ps
module vga_sync (
    input clk,_rst,   
    output _hsync, _vsync, video_on, p_tick,
    output [9:0] pixel_x, pixel_y
    );
    localparam HD = 640;  
    localparam HB = 48;   
    localparam HF = 16;   
    localparam HR = 96;   
    localparam VD = 480;   
    localparam VF = 10;   
    localparam VB = 33;   
    localparam VR = 2;   
    reg [1:0] mod4_cnt;
    reg [9:0] hcnt, vcnt;
    wire h_end,v_end;
    always@(posedge clk, negedge _rst )
        if (~_rst ) begin
            mod4_cnt <= 2'b00;
        end
        else begin
            mod4_cnt <= mod4_cnt + 1'b1;
        end
    assign p_tick = mod4_cnt[1];  
    assign h_end = (hcnt >= (HD+HF+HB+HR-1));  
    assign v_end = (vcnt >= (VD+VF+VB+VR));  
    always@(posedge p_tick, negedge _rst ) begin
		if (~_rst) begin
            hcnt <= 0;
            vcnt <= 0;
		end else begin
        if (h_end) begin
            hcnt <= 10'b0;
            vcnt <= vcnt + 1'b1;
        end
        else
            hcnt <= hcnt + 1'b1;
        if (v_end)
            vcnt <= 10'b0;
		end
    end
    assign _hsync = ( (hcnt <= (HD+HF)) || (hcnt >= (HD+HF+HR)) );
    assign _vsync = ( ( vcnt <= (VD+VF)) || (vcnt >= (VD+VF+VR)) );
	assign video_on = (hcnt <= (HD-1)) && (vcnt <= (VD-1));
    assign pixel_x = (hcnt <= (HD-1) ) ? hcnt:10'b11_1111_1111;
    assign pixel_y = (vcnt <= (VD-1) ) ? vcnt:10'b11_1111_1111;
endmodule
==> Slide: Implementation Results <==
Flow Results at a Glance

Outcome
  • Outcome: complete, no violations

Route
  • Drt pass-1 iters: 4
  • Met1 Routed Length: 2090 µm
  • Initial drt markers: 115
  • Antenna Violating Nets Remaining: 0
  • Via count: 1666
  • DRC viols: 0
  • Vias/cell: 4.71
  • Top routing layer in use: met4
  • Final wirelength: 4290 µm
  • Metal3 WL: 176 µm
  • Ant diodes: 0
  • Met2 WL post-DR: 1990 µm
  • Avg WL per Cell: 12.1 µm

Clock network
  • Clock buffer depth: 2
  • Clock root cell: clkbuf_8
  • Post-CTS Setup Inserts: 0
  • CTS Buf Count: 3
  • H-tree depth: 1
  • Hold_buf cts: 0
  • Resized cells post-CTS: 0
  • Late-Pin Clk Latency: 210 ps
  • Reg clk slew, reported paths: 30 ps
  • CTS tree: done

Synth
  • # Cells Yosys: between 200 and 250
  • Mapped Cells: about 250
  • Top cell area share: around a quarter
  • Asr flop ratio synth: roughly nine tenths
  • Sequential area share after synthesis: 28.6%
  • Yosys reg bits: 24
  • Top cells, area: dfrtp_1 (27%), ha_1 (8.5%), buf_4 (5.5%)
  • Avg Inst Size Synth: between 8 and 9 µm²
  • Cell type with the largest total area: dfrtp_1
  • Synthesized area: about 0.0021 mm²
  • Yosys warns: 3
  • Post-synthesis cell type count: 51
  • Dominant flop cell: dfrtp_1
  • EDFF count, synth: 0
  • Yosys Chip Area: 0.00207 mm²

Pwr
  • Sequential power share: just under 20%
  • Switch share: 17.9%
  • Switching pwr: 0.0748 mW
  • Internal power: 0.343 mW
  • Pleak: about 0.95 nW
  • Logic pwr share: 6.7%
  • Clock Power Share: between 70 and 80%
  • Peak supply drop: ~360 µV
  • Cell Pwr Density: 187 mW/mm²

Layout
  • Area grow syn2layout: 8.24%
  • Share of post-route cells with drive strength above 1: 7.82%
  • Post-Layout Inst Area: 0.00224 mm²
  • Most used logic cell in the final layout: nor2_1
  • Most frequent cells in the layout: nor2_1 (30), dfrtp_1 (22), nand2_1 (20)

Global route
  • Global route overflow: 0
  • Global-route usage over all layers: 6.41%
  • Initial antenna violation count: 0
  • Largest net degree at the start of global routing: 23
  • First-pass GRT wire length: between 7000 and 8000 µm
  • Vias in the first global route: 1589

Final timing
  • Final Hold Vio Count: 0
  • Skew final: 3.19 ps
  • Final Slew Violations: 0
  • Unrepaired setup endpoints after global routing: no
  • Slew margin rel.: 59.9%
  • Endpoints left unconstrained: 32
  • Minimum clock period: 654 ps
  • Worst Max-Slew Pin Slew: 600 ps
  • Register pins left without a clock: 22
  • Post-layout period usage: around two thirds
  • Setup violations, final: 0
  • Max frequency: 1530 MHz
  • Fin Setup TNS: 0 ps

Floorplanning
  • Die Wd: 117 µm
  • Rows: 35
  • Starting Density: between 20% and 30%
  • Core area: 0.00920 mm²
  • Die height: 117 µm
  • Die area: around 0.014 mm²
  • Top Ports: 16

Min path
  • Hold Path Class: in2async

Critical path
  • WP buf/inv: 0
  • CP Capture Type: register
  • Worst-path cell chain: xor2_1
  • Worst path depth: 1
  • Slowest cell on crit path: dfrtp_1
  • Worst reg2reg endpoint: vga_drawgraph.mod4_cnt[1]
  • Worst Path Arrival: 740 ps
  • Worst Setup Path Type: reg2reg
  • Flop-to-flop setup slack: 350 ps
  • Worst path required time: around 1100 ps
  • R2R cell count: 1
  • CP Launch Type: register
  • CP max stage delay: 380 ps
  • Cell family with most CP delay: flip-flops
  • Reg-to-reg startpoint: vga_drawgraph.mod4_cnt[0]
  • Max Fanout on Critical Path: 2

Place
  • Placed instance area: ~0.0022 mm²
  • Hpwl dp: 3310 µm
  • Port bufs: 11
  • GP Congestion: 0.940

Job
  • Max-Cap Viols: 0
  • Number of warnings in the stage logs: 28
[per-stage QoR]
step	hold WS [ps]	setup WS, ps	power [mW]	utilization, %	std cells
6_report	167	346	0.417	24.3	354
5_1_grt	177	329	0.444	24.3	354
3_5_place_dp	384	347	0.112	23.9	351
4_1_cts	165	348	0.429	24.3	354
2_1_floorplan	-95.6	167	0.0971	-	250
3_3_place_gp	380	348	0.112	23.9	351
[routing by layer]
| metal | vias up | track usage [%] |
|---|---|---|
| met2 | 42 | 10.2 |
| met5 | - | 0 |
| met1 | 766 | 9.51 |
| li1 | 856 | - |
| met4 | 0 | 0.741 |
| met3 | 2 | 0.671 |
[kinds of logic after synthesis]
logic type	synth area share (%)
fa+ha+maj	8.48
simple gates	37.3
compound gates	10.2
xor+xnor	6.78
other cells	0.182
flops	28.6
buf+inv	8.54
[cells in the mapped netlist, types with 2 or more instances]
cell / n
nor4b_2: 2
and2b_1: 2
ha_1: 14
nor3b_1: 2
nor3_2: 2
nand2_1: 20
inv_1: 6
or4_1: 2
buf_4: 15
nand3b_1: 3
a21oi_1: 14
dfxtp_1: 2
clkbuf_1: 2
dfrtp_1: 22
nand3_1: 12
nor2b_1: 10
nor4bb_1: 5
nand4b_1: 3
xor2_1: 11
nand2b_1: 7
a211oi_1: 2
a31oi_1: 2
and3_1: 2
nand4_1: 8
nor3_1: 4
nor2_1: 30
xnor2_1: 5
o21ai_0: 3
buf_2: 6
o211ai_1: 2
nor4_1: 2
and2_1: 3
or2_2: 3
[sequential cells by signal (all words and copies together) (netlist names)]
signal / count
vga_drawgraph.hcnt: 10
vga_drawgraph.vcnt: 10
rgb: 2
vga_drawgraph.mod4_cnt: 2
[how the worst max path moves through the flow]
stage	from	to	slack (ps)
4_1_cts	vga_drawgraph.mod4_cnt[0]	vga_drawgraph.mod4_cnt[1]	350
5_1_grt	vga_drawgraph.mod4_cnt[0]	vga_drawgraph.mod4_cnt[1]	330
6_report	vga_drawgraph.mod4_cnt[0]	vga_drawgraph.mod4_cnt[1]	350
[power groups by stage]
stage | clock network (mW) | registers, mW | logic (mW)
finish | 0.309 | 0.0808 | 0.0280
CTS | 0.318 | 0.0808 | 0.0303
global route | 0.329 | 0.0807 | 0.0345
[cell type report]
cell class / instances / area (µm²)
repair buffers: 13 / 125
clock buffers: 3 / 41.3
well taps: 111 / 139
fillers: 982 / 6960
multi-input cells: 196 / 1310
inverters: 7 / 26.3
flip-flops and latches: 24 / 591
Power figures rest on the tool's default switching activity, not on a simulated workload.
